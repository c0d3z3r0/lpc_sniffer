File: flow/design.v
module lpc(
	input wire [3:0] lpc_ad,
	input wire lpc_clock,
	input wire lpc_frame,
	input wire lpc_reset,
	input wire reset,
	output wire [3:0] out_cyctype_dir,
	output wire [31:0] out_addr,
	output wire [7:0] out_data,
	output reg out_sync_timeout,
	output reg out_clock_enable);
	localparam[3:0] STATE_IDLE		= 4'd0;
	localparam[3:0] STATE_START		= 4'd1;
	localparam[3:0] STATE_CYCLE_DIR		= 4'd2;
	localparam[3:0] STATE_ADDRESS_CLK	= 4'd3;
	localparam[3:0] STATE_TAR_CLK		= 4'd4;
	localparam[3:0] STATE_SYNC		= 4'd5;
	localparam[3:0] STATE_DATA_CLK		= 4'd6;
	localparam[3:0] STATE_TAREND_CLK	= 4'd7;
	reg [3:0] state = STATE_IDLE;
	reg [3:0] cyctype_dir;				 
	reg [31:0] addr = 32'd0;			 
	reg [7:0] data;				 
	reg [3:0] counter;
	assign out_cyctype_dir = cyctype_dir;
	assign out_data = data;
	assign out_addr = addr;
	always @(posedge lpc_clock or negedge lpc_reset)
	begin
		if (~lpc_reset)
		begin
			state <= STATE_IDLE;
		end else
		begin
			if (~lpc_frame)
			begin
				if (state == STATE_IDLE && lpc_ad == 4'b0000)  
				begin
					out_clock_enable <= 1'b0;
					out_sync_timeout <= 1'b0;
					state <= STATE_CYCLE_DIR;
					counter <= 0;
				end else
				begin
				end
			end else
			if (lpc_frame)
			begin
				case (state)
					STATE_CYCLE_DIR:
					begin
						cyctype_dir <= lpc_ad;
						case (cyctype_dir[3:2])
							2'b00:  
							begin
								state <= STATE_ADDRESS_CLK;
								addr <= 0;
								counter <= 3;  
							end
							2'b01:  
							begin
								state <= STATE_ADDRESS_CLK;
								counter <= 7;  
							end
							default:  
							begin
								state <= STATE_IDLE;
							end
						endcase
					end
					STATE_ADDRESS_CLK:
					begin
						addr[counter * 4 + 3 : counter * 4] <= lpc_ad;
						if (counter == 0)
						begin
							case (cyctype_dir[1])
								1'b0:  
								begin
									state <= STATE_TAR_CLK;
								end
								1'b1:  
								begin
									state <= STATE_DATA_CLK;
								end
							endcase
						end else
						begin
							counter <= counter - 1;
						end
					end
					STATE_TAR_CLK:
					begin
						if (counter == 0)
						begin
							if (lpc_ad == 4'b1111)
							begin
								state <= STATE_TAR_CLK;
								counter <= 1;
							end else  
							begin
								state <= STATE_IDLE;
							end
						end else
						if (counter == 1)
						begin
								state <= STATE_SYNC;
						end
					end
					STATE_SYNC:
					begin
						if (lpc_ad == 4'b0000)  
						begin
							case (cyctype_dir[1])
								1'b0:  
								begin
									state <= STATE_DATA_CLK;
									counter <= 0;
								end
								1'b1:  
								begin
									state <= STATE_TAREND_CLK;
									counter <= 0;
								end
							endcase
						end
					end
					STATE_DATA_CLK:
					begin
						data[counter * 4 + 3 : counter * 4] <= lpc_ad;
						if (counter == 0)
						begin
								counter <= 1;
						end else
						if (counter == 1)
						begin
							case (cyctype_dir[1])
								1'b0:  
								begin
									state <= STATE_TAREND_CLK;
									counter <= 0;
								end
								1'b1:  
								begin
									state <= STATE_TAR_CLK;
									counter <= 0;
								end
							endcase
						end
					end
					STATE_TAREND_CLK:
					begin
						if (counter == 0)
						begin
							counter <= 1;
						end else
						if (counter == 1)
						begin
							out_clock_enable <= 1;
							state <= STATE_IDLE;
						end
					end
				endcase
			end
		end
	end
endmodule
File: flow/run.sh
#!/bin/bash
# OpenROAD 26Q1-2900-gdf79404cd8, Yosys 0.63+post, stock flow scripts
make -C /OpenROAD-flow-scripts/flow DESIGN_CONFIG=/design/flow/config.mk WORK_HOME=/design/flow/orfs finish
File: flow/config.mk
export PLATFORM = sky130hd
export DESIGN_NAME = lpc
export DESIGN_NICKNAME = lpc
export VERILOG_FILES = /design/flow/design.v
export SDC_FILE = /design/flow/constraint.sdc
export NUM_CORES = 4
export LEC_CHECK = 1
export CORE_UTILIZATION = 40
File: flow/constraint.sdc
current_design lpc

set clk_period 3.0
set clk_io_pct 0.2

create_clock -name clk0 -period $clk_period [get_ports {lpc_clock}]

set non_clock_inputs [all_inputs -no_clocks]
set_input_delay [expr $clk_period * $clk_io_pct] -clock clk0 $non_clock_inputs
set_output_delay [expr $clk_period * $clk_io_pct] -clock clk0 [all_outputs]
==> deck_impl_summary.md <==
Run Summary

Run status
  • Outcome: complete, no violations

Floorplan
  • Placeable Area: roughly 6900 um^2
  • Die area: 7530 um^2
  • Ports: 54
  • FP Core Util: around two fifths
  • Die W: 86.8 um
  • Rows: 30
  • Die y size: 86.8 um

Run
  • Max_cap viols: 0
  • Tool Warnings: 28

Clock network
  • CTS root buffer: clkbuf_8
  • Post-CTS Setup Inserts: 0
  • Post-CTS resize count: 0
  • Worst-path clk slew: 0.10 ns
  • CTS buffer count: 5
  • CTS tree: done
  • Latency at later pin: ~0.30 ns
  • TritonCTS Sinks: 52
  • Clock Path Buffers: 2
  • CTS H-Tree Depth: 2
  • Hold Buf Count CTS: 0

Routing
  • DR DRC count: 0
  • Remaining antenna violation count: 0
  • Avg WL per Cell: 15.7 um
  • 1st-iter DRT viols: between 80 and 90
  • WL final: approximately 6400 um
  • Antenna cells: 0
  • Vias: 2159
  • Vias per inst: 5.29
  • Detailed Routing Iterations Pass 1: 4

GRT
  • First-pass GRT wire length: around 10000 um
  • Vias in the first global route: 2015
  • Overflow after GRT: 0
  • Total GRT Usage: 19.1%
  • Pin count of the biggest net entering global routing: 36
  • Initial antenna violation count: 0

Timing
  • Final Hold Fails: 0
  • RSZ-0062 raised after global routing: false
  • Max Slew Vio Count: 0
  • Crit path time final: 2.59 ns
  • TNS Setup: 0 ns
  • Slew HR: 53.9%
  • Period utilisation layout: 86.4%
  • Endpoints failing setup: 0
  • Fin Clk Skew: 0.00727 ns
  • Max Clk Rate: 386 MHz
  • Worst Max-Slew Pin Slew: 0.686 ns

Setup path
  • Reg2reg setup slack: 0.41 ns
  • CP Cell Sequence: or3_4 -> inv_1 -> ha_1 -> nand2_1 -> nor3_4 -> mux2_2
  • Worst setup SP type: flop
  • Critical path class: reg -> reg
  • CP max stage cell: nor3_4
  • Type of destination of the critical path: flop
  • R2r startpoint: counter[0]
  • CP Max Fanout: 8
  • Critical path origin: counter[0]
  • CP arrival: 2.66 ns
  • Crit path capture: data[6]
  • R2R cell count: 6
  • Crit-path max cell delay: 0.52 ns
  • Worst endpoint required time: 3.07 ns
  • Reg2reg end: data[6]

Synthesis
  • Synth cell types: 49
  • Yosys stat area: 2870 um^2
  • Mapped Avg Cell Area: roughly 11 um^2
  • Netlist Area Pre-Place: 2870 um^2
  • Synthesized registers: 52
  • Seq/Total Area, Yosys: 53.8%
  • Cell taking the most area after synthesis: edfxtp_1
  • Yosys cell count: ~260
  • Synth Warn #: 1
  • Async SR Flop Fraction: 5.77%
  • Top_reg_cell synth: edfxtp_1
  • Number of enable flip-flop cells: 49
  • Mapped Cells: roughly 260
  • Top cells by area: edfxtp_1 51%, mux2i_1 6.3%, nand2_1 4.0%
  • Area leader share: 51.2%

Layout
  • Share of cells above drive strength 1: 12.2%
  • Area growth syn-to-layout: 25.8%
  • Fin area: 3620 um^2

Place
  • Post-DP HPWL: 4220 um
  • PortBufs: 51
  • Placed cell area: 3500 um^2
  • Placer Congestion: about 0.82

Pwr
  • LEAKAGE: between 0.001 and 0.0015 uW
  • Peak VDD IR: 239 uV
  • Power Total: 2290 uW
  • Cell Pwr Density: 634 nW/um^2

Worst hold path
  • Min-delay worst type: in -> async
## worst max-delay path: cells and delay by family (launching register included)
kind                       cells  cell delay, ns
adders and majority gates      1            0.23
and+or+nand+nor                3            1.14
DFF                            1            0.50
muxes                          1            0.39
buffers and inverters          1            0.09
## sequential cells by signal (all words and copies together) (netlist names)
name              count
state                 3
data                  8
out_clock_enable      1
counter               4
cyctype_dir           4
addr                 32
## synth_stat cells (3+ instances only)
| cell | instances |
|---|---|
| a21oi_1 | 20 |
| ha_1 | 4 |
| mux2_2 | 7 |
| inv_1 | 6 |
| nor2_1 | 25 |
| or2_2 | 3 |
| nor3_1 | 5 |
| clkbuf_1 | 12 |
| buf_6 | 3 |
| edfxtp_1 | 49 |
| o31ai_1 | 8 |
| nand2b_1 | 7 |
| mux2i_1 | 18 |
| o22ai_1 | 3 |
| nand4_1 | 11 |
| nand2_1 | 31 |
| nand3_1 | 8 |
| dfrtp_1 | 3 |
## report_power, final
part	leakage (uW)	internal (uW)	total (uW)	switching, uW
clock	0.0000541	247	487	239
combinational	0.000745	340	750	410
sequential	0.000492	934	1050	120
total	0.00129	1520	2290	770
## cells in the final DEF (no fill, tap or decap), types with 3 or more instances in the layout
cell type and instances:
edfxtp_1 49, nand2_1 31, clkdlybuf4s50_1 51, dfrtp_1 3
or2_2 3, ha_1 4, buf_4 9, mux2_2 7
inv_1 6, clkbuf_8 5, a21oi_1 20, nor2_1 25
nand2b_1 7, nor3_1 4, o22ai_1 3, mux2i_1 18
o31ai_1 8, nand4_1 11, nand3_1 8
## per-stage QoR
step,util (%),hold WS [ns],std cells,setup WS [ns]
after detailed placement,51.0,0.536,400,0.414
after global routing,52.6,0.484,408,0.262
after global placement,51.0,0.525,400,0.432
after CTS,52.6,0.489,408,0.403
after floorplan,-,0.304,262,0.273
final,52.6,0.490,408,0.407
## kinds of logic (layout without fill, tap and decap cells)
group | after synthesis | count (layout) | share of synthesized area [%]
AND-OR/OR-AND | 46 | 46 | 10.3
XOR/XNOR | 4 | 4 | 1.22
adder cells (fa/ha/maj) | 4 | 4 | 1.74
buffers and inverters | 25 | 75 | 4.22
flip-flops | 52 | 52 | 53.8
multiplexers | 25 | 25 | 9.01
other | 1 | 1 | 0.130
AND/OR/NAND/NOR | 105 | 105 | 19.6
## cell type report
| cell class | count | area [um^2] |
|---|---|---|
| timing repair buffer | 61 | 598 |
| inverter | 6 | 22.5 |
| multi-input combinational | 185 | 1220 |
| tap | 96 | 120 |
| clock buffer | 5 | 68.8 |
| fill | 613 | 3250 |
| clock inverter | 3 | 42.5 |
| sequential | 52 | 1550 |
## worst min-delay path by stage
stage,startpoint,cells after the start,end
4_1_cts,lpc_reset,1,state[1]
5_1_grt,lpc_reset,1,state[1]
6_report,lpc_reset,1,state[0]
## layer usage
layer	part of all wire, %	global-route usage, %	wire length, um	up-vias
met4	1.1	1.67	68	0
met1	48	33.0	3080	1025
met3	6.9	4.93	439	7
li1	-	-	-	1064
met2	44	27.2	2800	63
met5	0	0	0	-
Power and IR drop assume default switching activity.
