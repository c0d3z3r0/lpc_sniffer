### flow/config.mk
export PLATFORM = sky130hd
export DESIGN_NAME = ringbuffer
export DESIGN_NICKNAME = ringbuffer
export VERILOG_FILES = /design/flow/design.v
export SDC_FILE = /design/flow/constraint.sdc
export NUM_CORES = 4
export LEC_CHECK = 1
export CORE_UTILIZATION = 30
export SYNTH_MEMORY_MAX_BITS = 65536
### flow/run.sh
#!/bin/bash
# OpenROAD 26Q1-2900-gdf79404cd8, Yosys 0.63+post, stock flow scripts
make -C /OpenROAD-flow-scripts/flow DESIGN_CONFIG=/design/flow/config.mk WORK_HOME=/design/flow/orfs finish
### flow/design.v
module buffer #(parameter AW = 8, parameter DW = 8)
	(
		input clock,
		input write_clock_enable,
		input [DW-1:0] write_data,
		input [AW-1:0] write_addr,
		input read_clock_enable,
		output reg [DW-1:0] read_data,
		input [AW-1:0] read_addr);
	localparam NPOS = 2 ** AW;
	reg [DW-1: 0] ram [0: NPOS-1];
	always @(posedge clock)
		if (write_clock_enable)
			ram[write_addr] <= write_data;
	always @(posedge clock)
		if (read_clock_enable)
			read_data <= ram[read_addr];
endmodule
module ringbuffer #(parameter AW = 8, DW = 48)
	(
		input reset,
		input clock,
		input read_clock_enable,
		input write_clock_enable,
		output [DW-1:0] read_data,
		input [DW-1:0] write_data,
		output reg empty,
		output reg overflow);
	reg [AW-1:0] next_write_addr;
	reg [AW-1:0] read_addr;
	reg [AW-1:0] write_addr;
	wire mem_read_clock_enable;
	wire mem_write_clock_enable;
	assign empty = read_addr == write_addr;
	assign overflow = next_write_addr == read_addr;
	always @(negedge reset or negedge clock) begin
		if (~reset) begin
			write_addr <= 0;
			next_write_addr <= 1;
		end
		else
			if (write_clock_enable)
				if (~overflow) begin
					write_addr <= write_addr + 1;
					next_write_addr <= next_write_addr + 1;
				end
	end
	always @(negedge reset or negedge clock) begin
		if (~reset) begin
			read_addr <= 0;
		end
		else begin
			if (read_clock_enable)
				if (~empty)
					read_addr <= read_addr + 1;
		end
	end
	assign mem_read_clock_enable = ~empty & read_clock_enable;
	assign mem_write_clock_enable = ~overflow & write_clock_enable;
	buffer #(.AW(AW), .DW(DW))
		MEM (
			.clock(clock),
			.write_clock_enable(mem_write_clock_enable),
			.write_data(write_data),
			.write_addr(write_addr),
			.read_clock_enable(mem_read_clock_enable),
			.read_data(read_data),
			.read_addr(read_addr));
endmodule
### flow/constraint.sdc
current_design ringbuffer

set clk_period 4195.1
set clk_io_pct 0.2

create_clock -name clk0 -period $clk_period [get_ports {clock}]

set non_clock_inputs [all_inputs -no_clocks]
set_input_delay [expr $clk_period * $clk_io_pct] -clock clk0 $non_clock_inputs
set_output_delay [expr $clk_period * $clk_io_pct] -clock clk0 [all_outputs]
==> results_slide.txt <==
Run Summary

Global routing
  • Met1 GRT Util: 17.3%
  • Antenna violations before repair: 138
  • Met2 Track Usage GR: 27.9%
  • Largest net degree at the start of global routing: 128
  • Total gr overflow: 0
  • Vias in the first global route: 254k
  • Global Route Usage Sum: 20.3%
  • First-pass GRT wire length: 2050000 um
  • Grt peak-use layer: met2
  • Met3 usage: 22.6%

Place
  • Number of port buffers: 101
  • Worst slack at placement: 1254490 ps
  • RD Place Congestion: 0.932
  • Placed inst area: 507000 um2
  • Hpwl dp: 909000 um

Synth
  • Post-Syn Instances: 20.9k
  • Flip-flops with a built-in enable: 12.3k
  • Post-Synthesis Cell Area: 472000 um2
  • Yosys top cell by area: edfxtp_1
  • Synthesis area per yosys: 472000 um2
  • Top cells by area: edfxtp_1, mux4_2, mux2i_1
  • Warnings from Yosys: 4
  • Synth Register Bits: 12.4k
  • Commonest cells in the netlist: edfxtp_1, mux4_2, mux2i_1
  • Ys cells: 20.9k
  • Syn_area_per_cell: 22.6 um2
  • Dominant cell area share: 78.4%
  • Yosys top cell by instances: edfxtp_1
  • Synth unique cells: 75
  • Seq share, synth: 78.6%
  • Post-synth ARST share: 0.194%
  • Dominant register cell: edfxtp_1

Floorplanning
  • Num rows: 460
  • FP Core Util: 30.1%
  • Die X: 1260 um
  • Core ar.: 1570000 um2
  • Ports: 102
  • Die Y: 1260 um
  • Chip area: 1580000 um2

Routing
  • Vias: 232k
  • Violation tally from detailed-route iteration zero: 16.6k
  • ANT nets after route: 0
  • DRT Wirelength: 1510000 um
  • WL per Instance: 33.9 um
  • Residual DRC: 0
  • DRT Pass-1 Iters: 6
  • Drt via density: 5.22

Pwr
  • P_sw: 123 uW
  • Switching Share: 34.1%
  • Seq pwr share: 38.5%
  • Internal: 237 uW
  • Worst VDD drop: 0.637 uV
  • Comb pwr share: 32.6%
  • Total power draw: 360 uW
  • Clock power share: 28.9%
  • Static leakage: 169 nW
  • PwrDens: 0.660 nW/um2

Min path
  • Hold wc startpoint: next_write_addr[5]
  • Hold-critical path depth: 1
  • Worst min path class: flop to flop
  • Hold Path End: next_write_addr[5]

CTS
  • Post-CTS sizing: 0
  • Reg clk slew, reported paths: 50 ps
  • TritonCTS buffer count: 1174
  • Post-CTS Hold Buffers: 0
  • Root Buffer Master: clkbuf_16
  • Late-Pin Clk Latency: 1220 ps
  • H-tree levels: 7
  • # Post-CTS Setup Buffers: 0
  • CTS tree: built
  • Clock sink total: 12.4k
  • Max Buffers Root-to-Sink: 5

Critical path
  • CP Max Fanout: 21
  • Arrival @ worst endpoint: 2103040 ps
  • FF-to-FF setup slack: 2088020 ps
  • CP required: 3356080 ps
  • Launching point of the worst reg2reg path: read_addr[1]
  • Reg2Reg Depth: 19
  • Worst setup EP type: output port
  • Element type at the critical path start: flop
  • Critical path class: flop to output port
  • FF-to-FF End: MEM.read_data[34]

Timing
  • Worst-Margin Slew: 1300 ps
  • Final Hold Violating Endpoints: 0
  • Final WS setup: 1253030 ps
  • Skew final: 128 ps
  • Slew margin rel.: 13.5%
  • RSZ-0062 raised after global routing: false
  • Setup TNS: 0 ps
  • # setup viols final: 0
  • Final max-slew violation count: 0

Run
  • Maxcap violations: 0
  • Log Warnings: 43

Finish
  • Synthesis-to-layout area growth: 15.3%
  • Layout cells sized above 1: 26.8%
  • Final Cell Area: 545000 um2

Status
  • Status: finished, final reports clean
-- cell usage in the layout (no fill, tap or decap), types with 192 or more instances in the layout --
| cell type | synthesis | routed |
|---|---|---|
| a21oi_1 | 341 | 338 |
| a221oi_1 | 284 | 277 |
| a22oi_1 | 192 | 192 |
| buf_4 | 167 | 1458 |
| clkbuf_1 | 413 | 258 |
| clkbuf_16 | 0 | 1194 |
| clkinv_1 | 1 | 244 |
| diode_2 | 0 | 254 |
| edfxtp_1 | 12300 | 12300 |
| mux2i_1 | 1438 | 1438 |
| mux4_2 | 2696 | 2696 |
| nand2_1 | 520 | 508 |
| nor2_4 | 0 | 266 |
| o21ai_0 | 291 | 272 |
-- per-stage QoR --
stage | cells | hold slack, ps | utilization [%]
after global routing | 44300 | 549 | 34.7
after CTS | 44100 | 522 | 34.7
after detailed placement | 42000 | 518 | 32.3
after floorplan | 20900 | 419 | -
after global placement | 42000 | 536 | 32.3
final | 44400 | 536 | 34.7
-- cell type report --
class,instances,area [um2]
repair buffers,1598,13000
clock buffers,1452,30800
well taps,20800,26000
inverters,12,77.6
diodes,254,636
fillers,142000,1020000
flip-flops and latches,12400,371000
clock inverters,630,6090
multi-input cells,7277,97100
-- critical path, stage by stage, from the launching register on --
cell	delay [ps]
dfrtn_1	920
buf_4	640
xor2_1	230
nor4_1	850
nand2_1	750
buf_4	380
inv_1	90
clkdlybuf4s50_1	480
-- kinds of logic after synthesis --
logic type,after synthesis,share of synthesized area [%]
AND-OR/OR-AND,1952,2.91
flip-flops,12400,78.6
AND/OR/NAND/NOR,1104,0.972
XOR/XNOR,37,0.0686
adder cells (fa/ha/maj),6,0.0159
multiplexers,4178,16.0
buffers and inverters,1254,1.47
-- power groups by stage --
stage	sequential (mW)	clock (mW)	combinational (mW)
4_1_cts	0.139	0.105	0.115
5_1_grt	0.139	0.110	0.121
6_report	0.139	0.104	0.117
-- flip-flops by register name (all words and copies together), names as in the netlist --
name	count
next_write_addr	8
read_addr	8
MEM.ram	12288
write_addr	8
MEM.read_data	48
-- layer usage --
metal | wire length [um] | vias to the layer above
met4 | 80900 | 262
met1 | 391000 | 116000
met3 | 366000 | 3117
met2 | 654000 | 19600
met5 | 13400 | -
li1 | - | 92700
-- worst max-delay path by stage --
stage	start	to	slack [ps]	cells after the start
5_1_grt	read_addr[4]	overflow	1253140	7
6_report	read_addr[4]	overflow	1253040	7
4_1_cts	read_addr[4]	overflow	1253330	7
Power is estimated from default activity; no workload was simulated.
