==> design/flow/design.v <==
module mem2serial #(parameter AW = 8)
	(
		output reg read_clock_enable,
		input [47:0] read_data,
		input read_empty,  
		input reset,  
		input clock,
		input uart_ready,
		output reg [7:0] uart_data,
		output reg uart_clock_enable);
	parameter idle = 0, write_data = 1, wait_write_done = 2,
		write_trailer = 3, wait_write_trailer_done = 4;
	reg [2:0] state;
	reg [7:0] write_pos;
	reg [47:0] data;
	always @(negedge reset or negedge clock) begin
		if (~reset) begin
			state <= idle;
			uart_clock_enable <= 0;
			read_clock_enable <= 0;
			write_pos <= 00;
		end
		else
			case (state)
				idle: begin
					if (~read_empty)
						if (read_clock_enable) begin
							data <= read_data;
							state <= write_data;
							read_clock_enable <= 0;
							write_pos <= 40;
						end else
							read_clock_enable <= 1;
					else
						read_clock_enable <= 0;
				end
				write_data: begin
						if (uart_ready) begin
							uart_data[7] <= data[write_pos + 7];
							uart_data[6] <= data[write_pos + 6];
							uart_data[5] <= data[write_pos + 5];
							uart_data[4] <= data[write_pos + 4];
							uart_data[3] <= data[write_pos + 3];
							uart_data[2] <= data[write_pos + 2];
							uart_data[1] <= data[write_pos + 1];
							uart_data[0] <= data[write_pos + 0];
							uart_clock_enable <= 1;
							write_pos <= write_pos - 8;
							state <= wait_write_done;
						end
				end
				wait_write_done: begin
					if (~uart_ready) begin
						uart_clock_enable <= 0;
						if (write_pos > 40) begin  
							write_pos <= 0;
							state <= write_trailer;
						end else
							state <= write_data;
					end
				end
				write_trailer: begin
					if (uart_ready) begin
						if (write_pos == 0) begin
							uart_clock_enable <= 1;
							uart_data <= 'h0a;
							state <= wait_write_trailer_done;
						end
						else if (write_pos >= 1) begin
							state <= idle;
						end
						write_pos <= write_pos + 1;
					end
				end
				wait_write_trailer_done: begin
					if (~uart_ready) begin
						uart_clock_enable <= 0;
						state <= write_trailer;
					end
				end
			endcase
	end
endmodule
==> design/flow/run.sh <==
#!/bin/bash
# OpenROAD 26Q1-2900-gdf79404cd8, Yosys 0.63+post, stock flow scripts
make -C /OpenROAD-flow-scripts/flow DESIGN_CONFIG=/design/flow/config.mk WORK_HOME=/design/flow/orfs finish
==> design/flow/config.mk <==
export PLATFORM = sky130hd
export DESIGN_NAME = mem2serial
export DESIGN_NICKNAME = mem2serial
export VERILOG_FILES = /design/flow/design.v
export SDC_FILE = /design/flow/constraint.sdc
export NUM_CORES = 4
export LEC_CHECK = 1
export CORE_UTILIZATION = 50
==> design/flow/constraint.sdc <==
current_design mem2serial

set clk_period 7.3
set clk_io_pct 0.2

create_clock -name clk0 -period $clk_period [get_ports {clock}]

set non_clock_inputs [all_inputs -no_clocks]
set_input_delay [expr $clk_period * $clk_io_pct] -clock clk0 $non_clock_inputs
set_output_delay [expr $clk_period * $clk_io_pct] -clock clk0 [all_outputs]
==> out/results.txt <==
Hold Path Class - flip-flop to flip-flop
yosys stat area - 4730 um2
top sig layer - met4
XORs/XNORs by Area - 0.001852
post-synth cell types - 64
Initial DRC Count - 194
Reg clk slew, reported paths - 0.06 ns
register bit total from synthesis - 71
first-pass GRT wire length - 17750 um
cells in synth_stat.txt - 419
Final setup viols - 0
GP Congestion - 0.9077
setup TNS after final layout - 0 ns
core area - 9196 um2
crit path max fanout - 14
reg-to-reg startpoint - write_pos[1]
IO Port Bufs - 61
remaining antenna violation count after routing - 0
r2r endpoint - write_pos[2]
H-tree depth - 3
fin. max-slew vios - 0
drt wl/cell - 17.21 um
startpoint types - primary input
Clock Sinks - 71
Die Area - 9852 um2
hold slack - 0.4731 ns
vias in the first global route - 3710
dominant kind of combinational cell - multiplexers
Remaining DRCs - 0
worst skew pair latency - 0.40 ns
ys flop type - edfxtp_1
ao+oa area frac - 0.1201
Post-Synthesis Cells - 419
final core utilization - 0.6312
post-cts repair resize count - 0
MaxCap Viol Count - 0
status - completed
Final Hold Violating Endpoints - 0
chip height - 99.26 um
adder-cell area share of the yosys netlist - 0.01587
Post-synth EDFFs - 56
hold path start - state[1]
clk buf depth - 2
FP Util - 0.5143
Worst EP arrival - 3.28 ns
Num CTS Buffers - 9
worst hold endpoint - state[1]
critical path required time - 3.81 ns
Worst Setup End Kind - flip-flop
Worst path slowest cell - clkdlybuf4s50_1
Pwr per Cell Area - 299.3 nW/um2
Pwr Total - 0.001737 W
n_diodes - 0
Rows - 35
total global-route track usage - 0.2429
Simple Share, Synth - 0.1447
final HPWL from detailed placement - 7458 um
CP Depth - 7
CTS Hold Bufs - 0
Met1 Routed Length - 5125 um
worst reg-to-reg setup slack - 4.07 ns
leak pwr - 2.273 nW
Worst Setup Path Type - primary input to flip-flop
clk root buf - clkbuf_8
initial antenna violation count - 0
Die X - 99.26 um
Layout area overhead - 22.72%
average cell area after synthesis - 11.29 um2
Syn. warnings - 1
share of cells above drive strength 1 - 0.1276
VDD IR max - 0.0001791 V
Slew headroom - 0.5063
Vias - 3801
Hold Path Cell Cnt - 2
clock skew - 0.06317 ns
Critical Path Max Stage Delay - 0.46 ns
mux share - 0.2376
post-CTS setup buffer count - 0
global route overflow - 0
largest net degree at the start of global routing - 54
Seq/Total Area, Yosys - 0.4352
WP buf/inv - 2
WL met2 - 5037 um
vias per cell - 5.976
I/O pins - 62
slew of the pin with the lowest slew margin - 0.7219 ns
DRT Pass-1 Iters - 5
OpenROAD warning count - 87
Top Family by Delay on Critical Path - AND-OR/OR-AND gates
Top Layout Cells - inv_1 (65), clkdlybuf4s50_1 (61), edfxtp_1 (56)
dominant logic cell type in the layout - inv_1
RSZ-0062 raised after global routing - no
FF-to-FF path depth - 9
drt total wl - 10940 um
worst path cell trace - clkdlybuf4s50_1 -> inv_1 -> mux2i_1 -> o311ai_1 -> a21o_1 -> nor2_1 -> o221ai_1
met3 wire length - 649 um
Synth Cell Area - 4730 um2
CTS tree - built
share of flip-flops with an asynchronous set or reset - 0.2113
## worst max-delay path by stage
stage	startpoint	end	slack (ns)
4_1_cts	uart_ready	write_pos[2]	0.56
5_1_grt	uart_ready	write_pos[2]	0.41
6_report	uart_ready	write_pos[2]	0.53
## cells in the mapped netlist, drive strengths merged, types with 5 or more instances
cell    number  area [um2]
nand2       46       172.7
a21oi       13       65.06
buf         23       132.6
a211o        5       43.79
nand4        8       50.05
clkbuf      11       41.29
nor2        34       127.6
nor3         7       35.03
inv         10       37.54
and3         7       43.79
mux2i       32       320.3
o21ai       20       100.1
edfxtp      56        1682
dfrtn       14       350.3
nand3       12       60.06
ha           6       75.07
mux4        28       634.4
mux2        15       168.9
## registers in the layout, summed over array words and instances (netlist names)
register and flops:
state 5, data 48, read_clock_enable 1, uart_clock_enable 1
write_pos 8, uart_data 8
## worst register-to-register path: cells and delay by family, from the launching register on
family	cells	cell delay (ns)
fa+ha+maj	1	0.33
simple gates	2	0.47
compound gates	4	0.84
flops	1	0.39
buf+inv	2	1.02
## where the power goes
group | internal [W] | total [W] | switching (W) | leakage [nW]
registers | 0.000496 | 0.000554 | 0.0000579 | 0.696
logic | 0.000314 | 0.000712 | 0.000398 | 1.16
clock network | 0.000236 | 0.000472 | 0.000236 | 0.421
## kinds of logic after synthesis
kind of cell	after synthesis
multiplexers	75
AND/OR/NAND/NOR	141
flip-flops	71
buffers and inverters	44
AND-OR/OR-AND	81
XOR/XNOR	1
adder cells (fa/ha/maj)	6
## metal layers
layer  global-route usage  vias to the layer above
met2               0.3408                      145
met1               0.4067                     1808
met5                    0                        -
met4              0.07014                        0
li1                     -                     1837
met3              0.06362                       11
## layout make-up
cell class	instances	area, um2
clock inverters	64	312.8
fillers	754	3392
well taps	111	138.9
flip-flops and latches	71	2058
inverters	9	33.78
clock buffers	9	123.9
repair buffers	68	675.6
multi-input cells	304	2461
## stage by stage
stage / cells / instance area, um2 / worst slack (ns)
after global routing: 636 / 5804 / 0.4090
after CTS: 636 / 5804 / 0.5586
after floorplan: 419 / 4730 / 0.4577
final: 636 / 5804 / 0.5253
after global placement: 564 / 5371 / 0.2873
after detailed placement: 564 / 5371 / 0.1923
No activity file was given, so power comes from the tool's default toggle rates.
